**flow/run.sh**
```bash
#!/bin/bash
# OpenROAD 26Q1-2900-gdf79404cd8, Yosys 0.63+post, stock flow scripts
make -C /OpenROAD-flow-scripts/flow DESIGN_CONFIG=/design/flow/config.mk WORK_HOME=/design/flow/orfs finish
```
**flow/config.mk**
```make
export PLATFORM = sky130hd
export DESIGN_NAME = issue_fifo
export DESIGN_NICKNAME = issue_fifo
export VERILOG_FILES = /design/flow/design.v
export SDC_FILE = /design/flow/constraint.sdc
export NUM_CORES = 4
export LEC_CHECK = 1
export CORE_UTILIZATION = 40
```
**flow/constraint.sdc**
```tcl
current_design issue_fifo

set clk_period 34.2
set clk_io_pct 0.2

create_clock -name clk0 -period $clk_period [get_ports {CLK}]

set non_clock_inputs [all_inputs -no_clocks]
set_input_delay [expr $clk_period * $clk_io_pct] -clock clk0 $non_clock_inputs
set_output_delay [expr $clk_period * $clk_io_pct] -clock clk0 [all_outputs]
```
**flow/design.v**
```verilog
`timescale 1 ns / 1 ps
module gen_dffr # (
	parameter DW = 32,
	parameter rstValue = {DW{1'b0}}
)
(
	input [DW-1:0] dnxt,
	output [DW-1:0] qout,
	input CLK,
	input RSTn
);
reg [DW-1:0] qout_r;
always @(posedge CLK or negedge RSTn) begin
	if ( ~RSTn )
		qout_r <= #1 rstValue;
	else                  
		qout_r <= #1 dnxt;
end
assign qout = qout_r;
endmodule
`timescale 1 ns / 1 ps
module gen_fifo # (
	parameter DW = 64,
	parameter AW = 3
) (
	input fifo_pop, 
	input fifo_push,
	input [DW-1:0] data_push,
	output fifo_empty, 
	output fifo_full, 
	output [DW-1:0] data_pop,
	output [AW+1-1:0] read_addr,
	output [AW+1-1:0] write_addr,
	output [(DW*(2**AW))-1:0] expose_o,
	output [((2**AW)-1):0] valid,
	input flush,
	input CLK,
	input RSTn
);
	localparam DP = 2**AW;
	wire [AW+1-1:0] read_addr_dnxt, read_addr_qout;
	wire [AW+1-1:0] write_addr_dnxt, write_addr_qout;
	wire [DP*DW-1:0] fifo_data_dnxt,fifo_data_qout;
	wire [DP-1:0] valid_set, valid_rst, valid_qout, valid_en;
	gen_dffr # (.DW(AW+1)) read_addr_dffr (.dnxt(read_addr_dnxt), .qout(read_addr_qout), .CLK(CLK), .RSTn(RSTn));
	gen_dffr # (.DW(AW+1)) write_addr_dffr (.dnxt(write_addr_dnxt), .qout(write_addr_qout), .CLK(CLK), .RSTn(RSTn));
	assign fifo_empty = (read_addr_qout == write_addr_qout);
	assign fifo_full = (read_addr_qout[AW-1:0] == write_addr_qout[AW-1:0]) & (read_addr_qout[AW] != write_addr_qout[AW]);
	assign read_addr = read_addr_qout;
	assign write_addr = write_addr_qout;
generate
	for ( genvar i = 0; i < DP; i = i + 1 ) begin
		assign fifo_data_dnxt[DW*i+:DW] = (fifo_push & ~fifo_full & (write_addr_qout[AW-1:0] == i) ) ? data_push : fifo_data_qout[DW*i+:DW];
		gen_dffr # (.DW(DW)) fifo_data_dffr (.dnxt(fifo_data_dnxt[DW*i+:DW]), .qout(fifo_data_qout[DW*i+:DW]), .CLK(CLK), .RSTn(RSTn));
	end
endgenerate
	assign data_pop = fifo_data_qout[DW*read_addr_qout[AW-1:0]+:DW];
	assign read_addr_dnxt = flush ? ({(AW+1){1'b0}}) : (( fifo_pop & ~fifo_empty ) ? read_addr_qout + 'd1 : read_addr_qout);
	assign write_addr_dnxt = flush ? ({(AW+1){1'b0}}) : (( fifo_push & ~fifo_full ) ? write_addr_qout + 'd1 :  write_addr_qout);
	assign expose_o = fifo_data_qout;
	generate
		for ( genvar dp = 0; dp < DP; dp = dp + 1 ) begin
			assign valid_set[dp] = (fifo_push & ~fifo_full) & ( dp == write_addr_qout[AW-1:0 ] );
			assign valid_rst[dp] = ((fifo_pop & ~fifo_empty) & ( dp == read_addr_qout[AW-1:0 ] )) | flush;
			gen_rsffr #(.DW(1)) valid_rsffr (.set_in(valid_set[dp]), .rst_in(valid_rst[dp]), .qout(valid_qout[dp]), .CLK(CLK), .RSTn(RSTn));
		end
	endgenerate
endmodule 
`timescale 1 ns / 1 ps
module gen_rsffr # (
	parameter DW = 1,
	parameter rstValue = {DW{1'b0}}
)
(
	input [DW-1:0] set_in,
	input [DW-1:0] rst_in,
	output [DW-1:0] qout,
	input CLK,
	input RSTn
);
reg [DW-1:0] qout_r;
generate
	for ( genvar i = 0; i < DW; i = i + 1 ) begin
		always @(posedge CLK or negedge RSTn) begin
			if ( ~RSTn ) begin
				qout_r[i] <= #1 rstValue[i];
			end 
			else begin
				qout_r[i] <= #1 qout_r[i];
				if ( set_in[i] ) begin
					qout_r[i] <= #1 1'b1;
				end
				if ( rst_in[i] ) begin
					qout_r[i] <= #1 1'b0;	
				end
			end
		end
	end
endgenerate
assign qout = qout_r;
endmodule
`timescale 1 ns / 1 ps
module issue_fifo #(
	parameter DW = 100,
	parameter DP = 8
)
(
	input [ DW - 1 : 0] issue_info_push,
	output [ DW - 1 : 0] issue_info_pop,
	input issue_push,
	input issue_pop,
	output fifo_full,
	output fifo_empty,
	input flush,
	input CLK,
	input RSTn
);
gen_fifo # ( .DW(DW), .AW($clog2(DP)))
i_fifo(
	.fifo_pop(issue_pop), 
	.fifo_push(issue_push),
	.data_push(issue_info_push),
	.fifo_empty(fifo_empty), 
	.fifo_full(fifo_full), 
	.data_pop(issue_info_pop),
	.flush(flush),
	.CLK(CLK),
	.RSTn(RSTn)
);
endmodule
```
==> run summary <==
Physical implementation status

The vertical die dimension stands at a little over 300 um. For reference, the clock transition at the flip-flops on the worst setup and hold paths is 0.06 ns. The area occupied by multi-input gates stands at around 15000 sq um. The count of nets left with antenna violations after detail routing stands at 0.

After detailed routing, the number of remaining DRC violations is 0. The required time reported for the critical path endpoint stands at 27.36 ns. Detailed routing inserted a total of 19300 vias. The first global-routing pass estimated 131000 um of wire. The flow reports an fmax of between 80 and 90 MHz. The H-tree generated during clock tree synthesis spans 3 levels.

The share of flip-flops with an asynchronous set or reset after synthesis stands at 1.00. The number of setup violations in the final report stands at 0. The buffer levels on the longest clock path stands at 3. The transition time at the pin with the least slew margin stands at 0.837 ns. The first-pass iteration count of the detailed router stands at 18.

According to the floorplan report, the die width is 302 um. The number of enable-type register cells in the synthesized netlist stands at 0. Of the cells placed in the final design, the portion with a size suffix greater than 1 is 0.379. The share of total power dissipated in the clock network is 0.335. The post-CTS hold buffer count recorded in the log is 0. The synthesis-to-finish area growth stands at 17.3%. Per the gpl log, the routability congestion estimate is 0.766. According to the hold report, the worst path is of the register to register type. The count of mapped cells out of synthesis stands at roughly 2100. The initial antenna violation count is 10. The total placed instance area stands at 39200 sq um. Of the post-synthesis cell area, the dominant cell type holds 0.562. Setup slack on the critical path of the routed design comes to 22.10 ns. Summed over all instances, the cell type with the most area after synthesis is sky130_fd_sc_hd__dfrtp_1.

For this run, the number of standard cells in the final layout without fillers is ~3500. For the worst-skew pair, the clock arrives at the later sink with an insertion delay of 0.63 ns. The final critical-path required period stands at 12.10 ns. In this run the standard cell core region covers 88600 sq um.

The post-CTS repair timing setup buffer count stands at 0. STA classifies the critical path startpoint as a register. The total CTS buffers stands at 90. The internal portion of total power stands at 2.12 mW. Setup repair after global routing left no endpoint under its margin.

The analysis attributes to cell leakage a power of around 19 nW. STA classifies the critical path endpoint as an output port. The overall fraction of global-route tracks in use stands at 0.197. In the final run the clock tree shows a worst skew of between 0.015 and 0.02 ns. In the final layout, the fill cell count is between 7000 and 8000. The die area stands at between 90000 and 100000 sq um. Averaged over all synthesized cells, the footprint is between 15 and 20 sq um. The count of input and output buffers stands at 206. Clock tree synthesis selected as its root buffer the cell sky130_fd_sc_hd__clkbuf_16. The share of the clock period used by the worst path stands at 0.354. Across the whole layout, storage elements account for between 20000 and 25000 sq um. The signal arrival time at the worst endpoint stands at between 5 and 6 ns. The post-route cell area stands at 42200 sq um. The number of distinct library cells after synthesis stands at 26.

The via density per instance stands at 5.44. The yosys stat chip area stands at 36000 sq um. Of the synthesized area, sequential elements account for 0.562. Per the run summary, max-cap violations total 0. For this sky-water flow run, the detailed-routed wirelength per cell is reported as 22.8 um.

The flow reported a cell area power density of between 60 and 70 nW/um^2. For reference, the final report shows the max-slew violation count at 0. TritonCTS built the clock tree. In this run, placement finished with an instance count of 3385. The switching share of power stands at 0.244. Prior to clock tree synthesis, the placed netlist has a worst setup slack of 22.52 ns.

The floorplan has roughly 110 rows. The highest supply drop recorded on VDD is 0.0421 mV. The warning total across the stage logs stands at 38. The synth_stat.txt file lists the number of cells as around 2100. The power dissipated by switching net loads stands at 0.685 mW. between 200 and 250 I/O pins were placed. The top fanout value on the critical path stands at 32. The synthesis report names the predominant flop master as sky130_fd_sc_hd__dfrtp_1.

The Yosys warning count stands at 3. The fraction of power consumed by sequential logic stands at 0.445. The sum of negative setup slack stands at 0 ns. The run finished with clean final reports. Entering global routing, the biggest net connects ~130 pins. The synthesis report lists the most area-consuming cells as sky130_fd_sc_hd__dfrtp_1 56%, sky130_fd_sc_hd__mux2_2 16%, sky130_fd_sc_hd__mux2_1 13%, sky130_fd_sc_hd__mux4_2 13%, sky130_fd_sc_hd__buf_2 1.3%. Counting endpoints that fail hold in the final report gives 0.

For this design, the sink count on the clock tree is about 810. The slew check shows that the tightest pin keeps a relative margin of 0.441. After synthesis the cells add up to 36000 sq um. The worst setup path is of the register to output port kind. The via count of the first global-routing pass stands at around 22000. The final wirelength stands at 81100 um. Post-CTS repair ended up resizing 0 cells.

The share of the core area taken by cells at floorplan is 0.406. Yosys reported a register bit count of 808. The number of DRC markers in iteration 0 stands at 769.

The share of total power dissipated in combinational logic is 0.220. For this run the aggregate overflow at the end of global routing stands at 0. In the placement report, post-DP HPWL is listed as around 46000 um.
Yosys cell counts (4+ instances only):
cell type	number
sky130_fd_sc_hd__xor2_1	5
sky130_fd_sc_hd__nor2_1	5
sky130_fd_sc_hd__mux4_2	200
sky130_fd_sc_hd__dfrtp_1	808
sky130_fd_sc_hd__buf_2	92
sky130_fd_sc_hd__mux2_1	400
sky130_fd_sc_hd__buf_4	11
sky130_fd_sc_hd__buf_1	9
sky130_fd_sc_hd__a21oi_1	4
sky130_fd_sc_hd__clkbuf_1	32
sky130_fd_sc_hd__mux2_2	500
sky130_fd_sc_hd__inv_1	6
sky130_fd_sc_hd__ha_1	7
sky130_fd_sc_hd__nand2_1	4
critical path, stage by stage (launching register included):
cell and delay, ns:
sky130_fd_sc_hd__dfrtp_4 0.79, sky130_fd_sc_hd__buf_4 0.68, sky130_fd_sc_hd__buf_4 0.67, sky130_fd_sc_hd__buf_4 0.55, sky130_fd_sc_hd__buf_4 0.54, sky130_fd_sc_hd__mux4_2 0.57, sky130_fd_sc_hd__mux2_2 0.28, sky130_fd_sc_hd__clkdlybuf4s50_1 0.49
area by class of cell:
cell class / instances / share of cell area
well taps: 1165 / 0.0346
clock inverters: 18 / 0.00320
repair buffers: 256 / 0.0588
clock buffers: 143 / 0.0661
multi-input cells: 1150 / 0.357
flip-flops and latches: 808 / 0.480
inverters: 6 / 0.000534
diodes: 3 / 0.000178
registers in the layout (all words and copies together) (netlist names):
register and count:
i_fifo.write_addr_dffr.qout_r 4, i_fifo.read_addr_dffr.qout_r 4, i_fifo.genblk1.fifo_data_dffr.qout_r 800
through the flow:
stage | util | power, mW | hold WS, ns
after floorplan | - | 1.63 | 0.452
after global placement | 0.443 | 1.87 | 0.461
after detailed placement | 0.443 | 1.89 | 0.469
after CTS | 0.476 | 2.85 | 0.481
after global routing | 0.476 | 2.96 | 0.486
final | 0.476 | 2.81 | 0.478
metal layers:
layer  routed length (um)  GRT usage  up-vias  part of all wire
li1                     -          -     8375                 -
met1                34200      0.296    10300              0.42
met2                38400      0.292      575              0.47
met3                 7170     0.0779       97             0.088
met4                 1270     0.0313       14             0.016
met5                   83          0        -            0.0010
logic make-up after synthesis:
logic type / count (synthesis) / share of synthesized area
xor gates and xnor gates: 7 / 0.00170
DFF: 808 / 0.562
AOI/OAI and AO/OA: 9 / 0.00198
muxes: 1102 / 0.408
adders and majority gates: 7 / 0.00244
buffers and inverters: 150 / 0.0200
and+or+nand+nor: 25 / 0.00397
cell usage in the layout (no fill, tap or decap), types with 7 or more instances in the layout:
| cell type | Yosys | final |
|---|---|---|
| sky130_fd_sc_hd__clkbuf_8 | 0 | 25 |
| sky130_fd_sc_hd__clkinv_2 | 0 | 13 |
| sky130_fd_sc_hd__ha_1 | 7 | 7 |
| sky130_fd_sc_hd__clkdlybuf4s50_1 | 0 | 205 |
| sky130_fd_sc_hd__mux2_1 | 400 | 400 |
| sky130_fd_sc_hd__clkbuf_16 | 0 | 94 |
| sky130_fd_sc_hd__dfrtp_1 | 808 | 805 |
| sky130_fd_sc_hd__mux2_2 | 500 | 500 |
| sky130_fd_sc_hd__clkbuf_1 | 32 | 24 |
| sky130_fd_sc_hd__buf_4 | 11 | 47 |
| sky130_fd_sc_hd__mux4_2 | 200 | 200 |
path summary, 6_finish.rpt:
check                                                                        start                                                       to  slack, ns  depth (start not counted)
setup / recovery                       i_fifo.read_addr_dffr.qout_r[0]$_DFFE_PN0P_                                       issue_info_pop[73]      22.10                          7
hold / removal             i_fifo.genblk1[3].fifo_data_dffr.qout_r[27]$_DFFE_PN0P_  i_fifo.genblk1[3].fifo_data_dffr.qout_r[27]$_DFFE_PN0P_       0.48                          1
setup reg to reg                       i_fifo.read_addr_dffr.qout_r[2]$_DFFE_PN0P_  i_fifo.genblk1[3].fifo_data_dffr.qout_r[31]$_DFFE_PN0P_      30.20                          7
hold reg to reg            i_fifo.genblk1[3].fifo_data_dffr.qout_r[27]$_DFFE_PN0P_  i_fifo.genblk1[3].fifo_data_dffr.qout_r[27]$_DFFE_PN0P_       0.48                          1
max in group asynchronous                                                     RSTn  i_fifo.genblk1[7].fifo_data_dffr.qout_r[17]$_DFFE_PN0P_      24.42                          5
min in group asynchronous                                                     RSTn  i_fifo.genblk1[6].fifo_data_dffr.qout_r[78]$_DFFE_PN0P_       6.23                          1
power by group through the flow:
| stage | registers, mW | logic, mW | clock network, mW |
|---|---|---|---|
| final | 1.25 | 0.617 | 0.941 |
| after global routing | 1.28 | 0.677 | 1.01 |
| after CTS | 1.25 | 0.634 | 0.969 |
Power figures rest on the tool's default switching activity, not on a simulated workload.
