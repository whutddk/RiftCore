<file path="design/flow/run.sh">
#!/bin/bash
# OpenROAD 26Q1-2900-gdf79404cd8, Yosys 0.63+post, stock flow scripts
make -C /OpenROAD-flow-scripts/flow DESIGN_CONFIG=/design/flow/config.mk WORK_HOME=/design/flow/orfs finish
</file>
<file path="design/flow/constraint.sdc">
current_design issue_buffer

set clk_period 14.3
set clk_io_pct 0.2

create_clock -name clk0 -period $clk_period [get_ports {CLK}]

set non_clock_inputs [all_inputs -no_clocks]
set_input_delay [expr $clk_period * $clk_io_pct] -clock clk0 $non_clock_inputs
set_output_delay [expr $clk_period * $clk_io_pct] -clock clk0 [all_outputs]
</file>
<file path="design/flow/design.v">
`timescale 1 ns / 1 ps
module gen_dffr # (
	parameter DW = 32,
	parameter rstValue = {DW{1'b0}}
)
(
	input [DW-1:0] dnxt,
	output [DW-1:0] qout,
	input CLK,
	input RSTn
);
reg [DW-1:0] qout_r;
always @(posedge CLK or negedge RSTn) begin
	if ( ~RSTn )
		qout_r <= #1 rstValue;
	else                  
		qout_r <= #1 dnxt;
end
assign qout = qout_r;
endmodule
`timescale 1 ns / 1 ps
module lzp #(
	parameter CW = 2,
	parameter DW = 2**CW
) (
	input [DW-1:0] in_i,
	output [CW-1:0] pos_o,
	output all1,
	output all0
);
assign all0 = &(~in_i);
assign all1 = &in_i;
wire [127:0] invert_in = ~ (in_i | ( {{(128-DW){1'b1}} , {DW{1'b0}}} ) );
wire sel_lever0;
wire index_lever0;
wire [1:0] sel_lever1;
wire [1:0] index_lever1;
wire [3:0] sel_lever2;
wire [3:0] index_lever2;
wire [7:0] sel_lever3;
wire [7:0] index_lever3;
wire [15:0] sel_lever4;
wire [15:0] index_lever4;
wire [31:0] sel_lever5;
wire [31:0] index_lever5;
wire [63:0] sel_lever6;
wire [63:0] index_lever6;
wire [6:0] pos;
generate
	for ( genvar i = 0; i < 64; i = i + 1 ) begin
		assign index_lever6[i] = invert_in[i*2] | invert_in[i*2+1];
		assign sel_lever6[i] = ~invert_in[i*2];
	end
	for ( genvar i = 0; i < 32; i = i + 1 ) begin
		assign index_lever5[i] = index_lever6[i*2] | index_lever6[i*2+1];
		assign sel_lever5[i] = ~index_lever6[i*2];
	end
	for ( genvar i = 0; i < 16; i = i + 1 ) begin
		assign index_lever4[i] = index_lever5[i*2] | index_lever5[i*2+1];
		assign sel_lever4[i] = ~index_lever5[i*2];
	end	
	for ( genvar i = 0; i < 8; i = i + 1 ) begin
		assign index_lever3[i] = index_lever4[i*2] | index_lever4[i*2+1];
		assign sel_lever3[i] = ~index_lever4[i*2];
	end	
	for ( genvar i = 0; i < 4; i = i + 1 ) begin
		assign index_lever2[i] = index_lever3[i*2] | index_lever3[i*2+1];
		assign sel_lever2[i] = ~index_lever3[i*2];
	end	
	for ( genvar i = 0; i < 2; i = i + 1 ) begin
		assign index_lever1[i] = index_lever2[i*2] | index_lever2[i*2+1];
		assign sel_lever1[i] = ~index_lever2[i*2];
	end	
	assign index_lever0 = index_lever1[0] | index_lever1[1];
	assign sel_lever0 = ~index_lever1[0];
endgenerate
	assign pos[6] = sel_lever0;
	assign pos[5] = sel_lever1[pos[6]];
	assign pos[4] = sel_lever2[pos[6:5]];
	assign pos[3] = sel_lever3[pos[6:4]];
	assign pos[2] = sel_lever4[pos[6:3]];
	assign pos[1] = sel_lever5[pos[6:2]];
	assign pos[0] = sel_lever6[pos[6:1]];
	assign pos_o = pos[CW-1:0];
endmodule
`timescale 1 ns / 1 ps
module issue_buffer #
(
	parameter DW = 100,
	parameter DP = 8
)
(
	input [ DW - 1 : 0] dispat_info,
	input buffer_push,
	output buffer_full,
	input buffer_pop,
	input [$clog2(DP)-1:0] pop_index,
	output [ DW*DP - 1 : 0] issue_info_qout,
	output [DP - 1 : 0] buffer_malloc_qout,
	input flush,
	input CLK,
	input RSTn
);
	wire [ DW*DP - 1 : 0] issue_info_dnxt;
	wire [$clog2(DP)-1:0] issue_push_index_pre;
	wire [$clog2(DP)-1:0] issue_push_index = (buffer_pop & buffer_push) ? pop_index : issue_push_index_pre;
	wire [DP-1:0] buffer_valid_dnxt;
	wire [DP-1:0] buffer_valid_qout;
	assign buffer_malloc_qout = buffer_valid_qout;
	generate
		for ( genvar dp = 0; dp < DP; dp = dp + 1 ) begin
			assign issue_info_dnxt[DW*dp +: DW] = buffer_push & ( dp == issue_push_index )
												? dispat_info
												: issue_info_qout[DW*dp +: DW];
			gen_dffr #(.DW(DW)) issue_info ( .dnxt(issue_info_dnxt[DW*dp +: DW]), .qout(issue_info_qout[DW*dp +: DW]), .CLK(CLK), .RSTn(RSTn) );
		end
	endgenerate
	gen_dffr #(.DW(DP)) buffer_valid ( .dnxt(buffer_valid_dnxt), .qout(buffer_valid_qout), .CLK(CLK), .RSTn(RSTn) );
	assign buffer_valid_dnxt = flush ? {DP{1'b0}} : (( 
														{DP{(buffer_pop & buffer_push) | (~buffer_pop & ~buffer_push)}}
														& buffer_valid_qout
													)
													| 
													( 
														{DP{(buffer_push & ~buffer_pop) }}
														& (buffer_valid_qout | (1'b1 << issue_push_index_pre))
													) 
													| 
													( 
														{DP{(~buffer_push & buffer_pop)}}
														& (buffer_valid_qout & ~(1'b1 << pop_index))
													));
	lzp #(
		.CW($clog2(DP))
	) empty_buffer(
		.in_i(buffer_valid_qout),
		.pos_o(issue_push_index_pre),
		.all0(),
		.all1(buffer_full)
	);
endmodule
</file>
<file path="design/flow/config.mk">
export PLATFORM = sky130hd
export DESIGN_NAME = issue_buffer
export DESIGN_NICKNAME = issue_buffer
export VERILOG_FILES = /design/flow/design.v
export SDC_FILE = /design/flow/constraint.sdc
export NUM_CORES = 4
export LEC_CHECK = 1
export CORE_AREA = 10 10 482 482
export DIE_AREA = 0 0 492 492
</file>
==> flow_summary.json <==
{
  "cts-buffers-inserted": 96,
  "met1_usage_pct": 12.0,
  "dp_slack_ns": 7.17,
  "grt_max_degree": 127,
  "clk-insertion-delay-late_ns": 0.75,
  "gr-usage-met2_pct": 14.9,
  "critPathLaunchType": "primary input",
  "grt_pass1_wl_um": 171000,
  "power_mw": 7.36,
  "place_congestion": 0.814,
  "fmax_mhz": 156,
  "crit_fanout": 32,
  "layout_top_cell": "clkdlybuf4s50_1",
  "cap_violations": 0,
  "cp_slowest_cell": "nor2_4",
  "yosys.stat.seqShare_pct": 62.5,
  "dr.pass1.iters": 4,
  "die_y_um": 492,
  "core.rowCount": 173,
  "drtAntennaViolNets": 0,
  "fin_skew_ns": 0.0355,
  "die_area_mm2": 0.242,
  "endpoint_kind": "flip-flop",
  "drive_above_1_share_pct": 35.8,
  "drv_slew": 0,
  "io_pins": 917,
  "grt_pass1_vias": 21200,
  "max_stage_delay_ns": 0.79,
  "antenna_found_initial": 17,
  "cp_top_family": "buffers and inverters",
  "fin_cells": 5804,
  "lay_top_cells": "clkdlybuf4s50_1 (915), dfrtp_1 (808), mux2_4 (400), mux2_2 (389), clkbuf_16 (97)",
  "ys_types": 36,
  "period_used_pct": 44.7,
  "tightest_slew_ns": 0.976,
  "grt_use_total_pct": 9.84,
  "synth-edff-count": 0,
  "clock_path_buffers": 3,
  "rsz0062_at_grt": "false",
  "path_buffers": 4,
  "cts_root_buf": "clkbuf_16",
  "post-route-min-period_ns": 6.40,
  "grt.busiest_layer": "met2",
  "ys.flop_type": "dfrtp_1",
  "postCtsSetupBuffers": 0,
  "p_leak_nw": 20.0,
  "hold_viol_final": 0,
  "die_width_um": 492,
  "fillers": 23200,
  "numPortBuffers": 916,
  "status": "complete, no violations",
  "dp.cells": 5623,
  "yosysChipArea_mm2": 0.0323,
  "drtIter0Drc": 857,
  "clkTransAtPathRegs_ns": 0.06,
  "grtUsageMet3_pct": 5.31,
  "tns_ns": 0,
  "syn_area_per_cell_um2": 18.3,
  "wl_per_cell_um": 20.8,
  "ir_worst_vdd_mv": 0.112,
  "place_area_mm2": 0.0446,
  "fp_util_pct": 14.6,
  "vias": 19300,
  "routed_wl_um": 121000,
  "holdBufCountCts": 0,
  "cts_tree": "yes",
  "hold_path_class": "reg2reg",
  "grt_overflow": 0,
  "dp_hpwl_um": 87500,
  "coreArea_mm2": 0.222,
  "setup_viol": 0,
  "power_density_mw_per_mm2": 154,
  "final.setup.worst_slack_ns": 7.90,
  "synth_area_mm2": 0.0323,
  "stdcell_area_mm2": 0.0479,
  "path_common_cell": "buf_4",
  "ys.flops": 808,
  "clkSinkCount": 808,
  "cp_data_required_time_ns": 14.90,
  "vias_per_cell": 3.32,
  "ctsHtreeMaxLevel": 3,
  "cp.arrival_ns": 7.00,
  "slew_headroom_pct": 34.8,
  "critical_path.cell_chain": "clkdlybuf4s50_1 > ha_1 > clkinv_1 > nand4_1 > a22o_1 > nor2_4 > buf_4 > buf_4 > mux2_2",
  "critPathKind": "in2reg",
  "ctsResizeCount": 0,
  "synth_warnings": 2,
  "drc": 0,
  "yosys-stat-cells": 1768,
  "async_flop_share_pct": 100,
  "syn-instance-count": 1768,
  "tool_warnings": 36,
  "area_delta_synth_final_pct": 48.1
}
## synthesized netlist by cell type, drive strengths merged (2+ instances only)
cell type | count | share of area [%]
a21boi | 2 | 0.046
ha | 3 | 0.12
nand2 | 7 | 0.081
clkbuf | 2 | 0.085
buf | 81 | 3.2
nand4 | 3 | 0.058
nor2 | 18 | 0.50
inv | 5 | 0.058
o21ai | 13 | 0.20
mux2 | 800 | 33
dfrtp | 808 | 63
a21oi | 4 | 0.062
a211oi | 5 | 0.12
nand2b | 3 | 0.058
## through the flow
stage	hold WS (ns)	util, %
finish	0.481	21.6
CTS	0.487	21.6
global route	0.500	21.6
detailed placement	0.474	20.1
floorplan	0.433	-
global placement	0.471	20.1
## routing by layer
metal / vias to the layer above / routed length [µm] / share of wire, %
met1: 9925 / 47100 / 39
met2: 875 / 54000 / 45
met3: 209 / 14900 / 12
met5: - / 35 / 0.029
li1: 8266 / - / -
met4: 6 / 4760 / 3.9
## worst paths after layout
kind,start,end,slack (ns),cells past startpoint
max in group asynchronous,RSTn,genblk1[3].issue_info.qout_r[54]$_DFFE_PN0P_,9.02,5
worst max register to register,buffer_valid.qout_r[1]$_DFF_PN0_,genblk1[4].issue_info.qout_r[18]$_DFFE_PN0P_,10.42,7
worst min register to register,genblk1[6].issue_info.qout_r[9]$_DFFE_PN0P_,genblk1[6].issue_info.qout_r[9]$_DFFE_PN0P_,0.48,1
min in group asynchronous,RSTn,genblk1[4].issue_info.qout_r[98]$_DFFE_PN0P_,2.11,1
worst max-delay path,buffer_push,genblk1[4].issue_info.qout_r[18]$_DFFE_PN0P_,7.90,9
worst min-delay path,genblk1[6].issue_info.qout_r[9]$_DFFE_PN0P_,genblk1[6].issue_info.qout_r[9]$_DFFE_PN0P_,0.48,1
## sequential cells by signal (all words and copies together), names as in the netlist
signal,cells
genblk1.issue_info.qout_r,800
buffer_valid.qout_r,8
## cell families after synthesis
| kind of cell | synth area share (%) |
|---|---|
| AOI/OAI and AO/OA | 0.701 |
| adders and majority gates | 0.116 |
| buffers and inverters | 3.36 |
| DFF | 62.5 |
| muxes | 32.5 |
| and+or+nand+nor | 0.782 |
## area by class of cell
cell class | count | area (µm²) | share of cell area, %
clock inverter | 40 | 495 | 1.03
clock buffer | 133 | 2810 | 5.87
timing repair buffer | 963 | 9560 | 20.0
inverter | 6 | 22.5 | 0.0470
tap | 2975 | 3720 | 7.77
sequential | 808 | 20200 | 42.2
antenna | 8 | 20.0 | 0.0418
multi-input combinational | 871 | 11000 | 23.0
## worst reg2reg max path: stages, from the launching register on
cell and delay, ns:
dfrtp_1 0.54, nand4_1 0.25, nor3b_1 0.28, o21ai_1 0.25, nor2_4 0.79, buf_4 0.58
buf_4 0.62, mux2_2 0.44
## report_power, final
group          leakage (nW)  total [mW]  internal [mW]  switching, mW
Sequential             10.1        3.04           2.77          0.277
Combinational          8.19        1.75           1.28          0.475
Clock                  1.62        2.56           1.49           1.07
No activity file was given, so power comes from the tool's default toggle rates.
