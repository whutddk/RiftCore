File: design/flow/design.v
`timescale 1 ns / 1 ps
module gen_dffr # (
	parameter DW = 32,
	parameter rstValue = {DW{1'b0}}
)
(
	input [DW-1:0] dnxt,
	output [DW-1:0] qout,
	input CLK,
	input RSTn
);
reg [DW-1:0] qout_r;
always @(posedge CLK or negedge RSTn) begin
	if ( ~RSTn )
		qout_r <= #1 rstValue;
	else                  
		qout_r <= #1 dnxt;
end
assign qout = qout_r;
endmodule
`timescale 1 ns / 1 ps
module gen_fifo # (
	parameter DW = 64,
	parameter AW = 3
) (
	input fifo_pop, 
	input fifo_push,
	input [DW-1:0] data_push,
	output fifo_empty, 
	output fifo_full, 
	output [DW-1:0] data_pop,
	output [AW+1-1:0] read_addr,
	output [AW+1-1:0] write_addr,
	output [(DW*(2**AW))-1:0] expose_o,
	output [((2**AW)-1):0] valid,
	input flush,
	input CLK,
	input RSTn
);
	localparam DP = 2**AW;
	wire [AW+1-1:0] read_addr_dnxt, read_addr_qout;
	wire [AW+1-1:0] write_addr_dnxt, write_addr_qout;
	wire [DP*DW-1:0] fifo_data_dnxt,fifo_data_qout;
	wire [DP-1:0] valid_set, valid_rst, valid_qout, valid_en;
	gen_dffr # (.DW(AW+1)) read_addr_dffr (.dnxt(read_addr_dnxt), .qout(read_addr_qout), .CLK(CLK), .RSTn(RSTn));
	gen_dffr # (.DW(AW+1)) write_addr_dffr (.dnxt(write_addr_dnxt), .qout(write_addr_qout), .CLK(CLK), .RSTn(RSTn));
	assign fifo_empty = (read_addr_qout == write_addr_qout);
	assign fifo_full = (read_addr_qout[AW-1:0] == write_addr_qout[AW-1:0]) & (read_addr_qout[AW] != write_addr_qout[AW]);
	assign read_addr = read_addr_qout;
	assign write_addr = write_addr_qout;
generate
	for ( genvar i = 0; i < DP; i = i + 1 ) begin
		assign fifo_data_dnxt[DW*i+:DW] = (fifo_push & ~fifo_full & (write_addr_qout[AW-1:0] == i) ) ? data_push : fifo_data_qout[DW*i+:DW];
		gen_dffr # (.DW(DW)) fifo_data_dffr (.dnxt(fifo_data_dnxt[DW*i+:DW]), .qout(fifo_data_qout[DW*i+:DW]), .CLK(CLK), .RSTn(RSTn));
	end
endgenerate
	assign data_pop = fifo_data_qout[DW*read_addr_qout[AW-1:0]+:DW];
	assign read_addr_dnxt = flush ? ({(AW+1){1'b0}}) : (( fifo_pop & ~fifo_empty ) ? read_addr_qout + 'd1 : read_addr_qout);
	assign write_addr_dnxt = flush ? ({(AW+1){1'b0}}) : (( fifo_push & ~fifo_full ) ? write_addr_qout + 'd1 :  write_addr_qout);
	assign expose_o = fifo_data_qout;
	generate
		for ( genvar dp = 0; dp < DP; dp = dp + 1 ) begin
			assign valid_set[dp] = (fifo_push & ~fifo_full) & ( dp == write_addr_qout[AW-1:0 ] );
			assign valid_rst[dp] = ((fifo_pop & ~fifo_empty) & ( dp == read_addr_qout[AW-1:0 ] )) | flush;
			gen_rsffr #(.DW(1)) valid_rsffr (.set_in(valid_set[dp]), .rst_in(valid_rst[dp]), .qout(valid_qout[dp]), .CLK(CLK), .RSTn(RSTn));
		end
	endgenerate
endmodule 
`timescale 1 ns / 1 ps
module gen_rsffr # (
	parameter DW = 1,
	parameter rstValue = {DW{1'b0}}
)
(
	input [DW-1:0] set_in,
	input [DW-1:0] rst_in,
	output [DW-1:0] qout,
	input CLK,
	input RSTn
);
reg [DW-1:0] qout_r;
generate
	for ( genvar i = 0; i < DW; i = i + 1 ) begin
		always @(posedge CLK or negedge RSTn) begin
			if ( ~RSTn ) begin
				qout_r[i] <= #1 rstValue[i];
			end 
			else begin
				qout_r[i] <= #1 qout_r[i];
				if ( set_in[i] ) begin
					qout_r[i] <= #1 1'b1;
				end
				if ( rst_in[i] ) begin
					qout_r[i] <= #1 1'b0;	
				end
			end
		end
	end
endgenerate
assign qout = qout_r;
endmodule
`timescale 1 ns / 1 ps
module instr_fifo # (
	parameter DW = 64,
	parameter AW = 3
) (
	input instrFifo_pop, 
	input instrFifo_push,
	input [DW-1:0] decode_microInstr_push,
	output instrFifo_empty, 
	output instrFifo_reject, 
	output [DW-1:0] decode_microInstr_pop,
	input feflush,
	input CLK,
	input RSTn
);
wire [AW+1-1:0] read_addr;
wire [AW+1-1:0] write_addr;
gen_fifo # (.DW((53+13+1+6+13+2+1+64+64+6+5+5+5)),.AW(AW)) 
	fifo (
	.fifo_pop(instrFifo_pop),
	.fifo_push(instrFifo_push),
	.data_push(decode_microInstr_push),
	.data_pop(decode_microInstr_pop),
	.fifo_empty(instrFifo_empty),
	.fifo_full(),
	.read_addr(read_addr),
	.write_addr(write_addr),
	.flush(feflush),
	.CLK(CLK),
	.RSTn(RSTn)
);
wire reject_set;
wire reject_rst;
assign reject_set = (write_addr[AW-1:AW-2] == (read_addr[AW-1:AW-2] - 2'b01)) & (write_addr[AW-3:0] == (read_addr[AW-3:0]));
assign reject_rst = feflush 
					| ((write_addr[AW-1:AW-2] == (read_addr[AW-1:AW-2] + 2'b01)) & (write_addr[AW-3:0] == (read_addr[AW-3:0])));
gen_rsffr # (.DW(1)) reject_rsffr ( .set_in(reject_set), .rst_in(reject_rst), .qout(instrFifo_reject), .CLK(CLK), .RSTn(RSTn) );
endmodule
File: design/flow/run.sh
#!/bin/bash
# OpenROAD 26Q1-2900-gdf79404cd8, Yosys 0.63+post, stock flow scripts
make -C /OpenROAD-flow-scripts/flow DESIGN_CONFIG=/design/flow/config.mk WORK_HOME=/design/flow/orfs finish
File: design/flow/config.mk
export PLATFORM = sky130hd
export DESIGN_NAME = instr_fifo
export DESIGN_NICKNAME = instr_fifo
export VERILOG_FILES = /design/flow/design.v
export SDC_FILE = /design/flow/constraint.sdc
export NUM_CORES = 4
export LEC_CHECK = 1
export CORE_UTILIZATION = 40
File: design/flow/constraint.sdc
current_design instr_fifo

set clk_period 13.8
set clk_io_pct 0.2

create_clock -name clk0 -period $clk_period [get_ports {CLK}]

set non_clock_inputs [all_inputs -no_clocks]
set_input_delay [expr $clk_period * $clk_io_pct] -clock clk0 $non_clock_inputs
set_output_delay [expr $clk_period * $clk_io_pct] -clock clk0 [all_outputs]
==> impl_table.tex <==
% Yosys + OpenROAD metrics
\begin{tabular}{lr}
\hline
Metric & Value \\
\hline
\multicolumn{2}{l}{\textbf{Route}} \\
\quad Vias per Instance & approximately 5.4 \\
\quad TritonRoute pass-1 iters & 20 \\
\quad Final Routed Wirelength & 53.87 mm \\
\quad Average routed wire per standard cell & 23.09 um \\
\quad Routed vias & between 10000 and 15000 \\
\quad DR iter-0 viols & around 500 \\
\quad Number of nets with antenna violations after detailed routing & 0 \\
\quad Number of DRC violations after detailed routing & 0 \\
\multicolumn{2}{l}{\textbf{Clocking}} \\
\quad Number of buffers created by CTS & approximately 58 \\
\quad Maximum buffer depth of the clock tree & 3 \\
\quad TritonCTS clock tree & yes \\
\quad Clock latency on the worst-skew pair & 0.62 ns \\
\quad CTS root buffer & sky130\_fd\_sc\_hd\_\_clkbuf\_16 \\
\quad Cell resize tally after clock tree synthesis & 0 \\
\quad Worst-path clk slew & 0.06 ns \\
\quad Quantity of hold-fixing buffers added after cts & 0 \\
\quad H-tree lvl count & 2 \\
\quad Number of setup buffers added after CTS & 0 \\
\quad Num Clock Sinks & 521 \\
\multicolumn{2}{l}{\textbf{Critical path}} \\
\quad Critical Path Source Type & flop \\
\quad Worst Path Required & 11.04 ns \\
\quad Data arrival time of the critical path & 4.61 ns \\
\quad Worst R2R Setup Slack & 9.31 ns \\
\quad Kind of capture point of the worst setup path & output port \\
\quad Largest fanout on the critical path & 32 \\
\quad Type of the worst setup path & flop to output port \\
\multicolumn{2}{l}{\textbf{GRT}} \\
\quad First-pass GRT wire length & 86.65 mm \\
\quad Congestion Overflow GR & 0 \\
\quad Maximum number of pins on one net before global-route repair & 133 \\
\quad Initial antenna violation count & 3 \\
\quad Vias in the first global route & 14006 \\
\quad GR Util All Layers & 0.1910 \\
\multicolumn{2}{l}{\textbf{STA}} \\
\quad Final tally of setup violations & 0 \\
\quad Minimum clock period & 7.374 ns \\
\quad Highest attainable clock frequency & $\sim$140 MHz \\
\quad TNS Setup & 0 ns \\
\quad Fin. Hold Viols & 0 \\
\quad Worst Tran Pin Value & 0.8324 ns \\
\quad Worst Hold Slack & 0.4981 ns \\
\quad Cycle use final & 0.5343 \\
\quad Final worst slack & 6.426 ns \\
\quad Unrepaired setup endpoints after global routing & no \\
\quad Count of pins over their slew limit & 0 \\
\quad Clock skew after layout & between 0.01 and 0.015 ns \\
\quad Slew Limit Headroom & 0.4451 \\
\multicolumn{2}{l}{\textbf{Synth}} \\
\quad Sequential-to-total area share from yosys stat & 0.5362 \\
\quad Number of cells produced by synthesis & roughly 1400 \\
\quad Post-Synthesis Cell Area & around 0.024 sq mm \\
\quad Ys Warns & 5 \\
\quad Cell accounting for the most synthesized area & sky130\_fd\_sc\_hd\_\_dfrtp\_1 \\
\quad Portion of synthesized cell area occupied by the leading cell type & 0.5362 \\
\quad Cell count in the Yosys report & 1374 \\
\quad Synth Area per Inst & approximately 18 sq um \\
\quad Top post-synthesis cells by count & sky130\_fd\_sc\_hd\_\_dfrtp\_1, sky130\_fd\_sc\_hd\_\_mux2\_2, sky130\_fd\_sc\_hd\_\_mux2\_4 \\
\quad Top area cells in the synthesized netlist & sky130\_fd\_sc\_hd\_\_dfrtp\_1, sky130\_fd\_sc\_hd\_\_mux2\_2, sky130\_fd\_sc\_hd\_\_mux2\_4 \\
\quad Area of the synthesized netlist per yosys stat & 0.02431 sq mm \\
\quad Top-count cell post-synth & sky130\_fd\_sc\_hd\_\_dfrtp\_1 \\
\quad Post-synthesis cell type count & 26 \\
\quad Share of synthesized registers carrying an async set or reset & 1.000 \\
\quad Most used flip-flop cell & sky130\_fd\_sc\_hd\_\_dfrtp\_1 \\
\quad Total of flip-flops plus latches after synthesis & 521 \\
\quad Number of enable-type register cells in the synthesized netlist & 0 \\
\multicolumn{2}{l}{\textbf{Placed design}} \\
\quad Count of placed standard cells including taps & 2227 \\
\quad Place WS & around 7 ns \\
\quad Detailed Place HPWL & 31.09 mm \\
\quad Buffers added on ports & around 130 \\
\quad Placer's final routability congestion estimate & 0.7648 \\
\multicolumn{2}{l}{\textbf{Die}} \\
\quad Boundary Pins & 135 \\
\quad Die X-Extent & 248.6 um \\
\quad Overall chip area & 0.06178 sq mm \\
\quad Core area & 0.06025 sq mm \\
\quad Number of cell rows & 90 \\
\quad Init Core Util & 0.4036 \\
\quad Vertical die dimension & $\sim$250 um \\
\multicolumn{2}{l}{\textbf{Run}} \\
\quad Maximum capacitance violations & 0 \\
\quad Total number of warnings across the stage logs & 32 \\
\multicolumn{2}{l}{\textbf{Power and ir drop}} \\
\quad Sum of internal, switching and leakage power & 0.004816 W \\
\quad Peak supply drop & 0.0001163 V \\
\quad Lkg Pwr & 12.42 nW \\
\quad Pwr per Cell Area & 170.3 mW/mm\^{}2 \\
\multicolumn{2}{l}{\textbf{Cells and area}} \\
\quad Area grow syn2layout & 16.30\% \\
\quad Number of non-filler instances in the completed layout & 2333 \\
\quad Share of post-route cells with drive strength above 1 & 0.5400 \\
\quad Fill cells & 5008 \\
\multicolumn{2}{l}{\textbf{Worst hold path}} \\
\quad Worst hold path type & flop to flop \\
\multicolumn{2}{l}{\textbf{Outcome}} \\
\quad Run status & completed \\
\hline
\end{tabular}
## routing by layer
layer	GRT usage	up-vias	wire length (um)
li1	-	5432	-
met1	0.3005	6669	24100
met2	0.2820	311	25230
met3	0.05825	75	3585
met4	0.02893	6	907
met5	0	-	45
## kinds of logic after synthesis
| logic type | count (synthesis) | share of synthesized area |
|---|---|---|
| AND/OR/NAND/NOR | 21 | 0.004529 |
| multiplexers | 705 | 0.4228 |
| adder cells (fa/ha/maj) | 8 | 0.004117 |
| buffers and inverters | 97 | 0.02578 |
| flip-flops | 521 | 0.5362 |
| AND-OR/OR-AND | 14 | 0.003705 |
| XOR/XNOR | 8 | 0.002882 |
## critical path, stage by stage, from the launching register on
cell and delay, ns:
sky130_fd_sc_hd__dfrtp_4 0.70, sky130_fd_sc_hd__buf_4 0.64, sky130_fd_sc_hd__buf_4 0.58, sky130_fd_sc_hd__buf_4 0.67, sky130_fd_sc_hd__mux4_2 0.58, sky130_fd_sc_hd__mux2_2 0.33
sky130_fd_sc_hd__clkdlybuf4s50_1 0.44
## area by class of cell
| class | count | area [sq um] | area share |
|---|---|---|---|
| timing repair buffer | 164 | 1584 | 0.05602 |
| tap | 782 | 978.4 | 0.03460 |
| sequential | 521 | 13050 | 0.4615 |
| inverter | 4 | 15.01 | 0.0005310 |
| clock inverter | 17 | 222.7 | 0.007876 |
| antenna | 1 | 2.502 | 0.00008850 |
| clock buffer | 88 | 1735 | 0.06137 |
| multi-input combinational | 756 | 10690 | 0.3781 |
## placed cells by master (no fill, tap or decap), types with 2 or more instances in the layout
cell type / instances
sky130_fd_sc_hd__inv_1: 4
sky130_fd_sc_hd__a21oi_1: 6
sky130_fd_sc_hd__mux2_2: 336
sky130_fd_sc_hd__clkbuf_16: 59
sky130_fd_sc_hd__dfrtp_1: 518
sky130_fd_sc_hd__clkbuf_8: 15
sky130_fd_sc_hd__mux4_2: 128
sky130_fd_sc_hd__nand2_4: 2
sky130_fd_sc_hd__clkinv_2: 8
sky130_fd_sc_hd__clkinvlp_4: 2
sky130_fd_sc_hd__mux2_4: 240
sky130_fd_sc_hd__o21ai_0: 3
sky130_fd_sc_hd__and3_4: 6
sky130_fd_sc_hd__nand2_1: 5
sky130_fd_sc_hd__nor2_1: 3
sky130_fd_sc_hd__dfrtp_4: 3
sky130_fd_sc_hd__clkinv_16: 2
sky130_fd_sc_hd__o41ai_1: 2
sky130_fd_sc_hd__or3_1: 3
sky130_fd_sc_hd__clkdlybuf4s50_1: 133
sky130_fd_sc_hd__xnor2_1: 3
sky130_fd_sc_hd__xor2_1: 5
sky130_fd_sc_hd__bufinv_16: 3
sky130_fd_sc_hd__clkbuf_1: 14
sky130_fd_sc_hd__buf_4: 29
sky130_fd_sc_hd__ha_1: 8
## sequential cells by signal (all words and copies together) (netlist names)
register / count
fifo.write_addr_dffr.qout_r: 4
reject_rsffr.qout_r: 1
fifo.read_addr_dffr.qout_r: 4
fifo.genblk1.fifo_data_dffr.qout_r: 512
## where the power goes
group / total, W / switching [W] / leakage (nW) / internal (W)
Clock: 0.00156 / 0.000634 / 0.957 / 0.000923
Sequential: 0.00208 / 0.000195 / 6.60 / 0.00189
Combinational: 0.00118 / 0.000351 / 4.87 / 0.000826
Total: 0.00482 / 0.00118 / 12.4 / 0.00364
## final timing paths
path | start | to | cells after the start
setup / recovery | fifo.read_addr_dffr.qout_r[0] | decode_microInstr_pop[0] | 6
hold / removal | fifo.genblk1[3].fifo_data_dffr.qout_r[18] | fifo.genblk1[3].fifo_data_dffr.qout_r[18] | 1
setup reg to reg | fifo.read_addr_dffr.qout_r[2] | fifo.genblk1[4].fifo_data_dffr.qout_r[63] | 7
hold reg to reg | fifo.genblk1[3].fifo_data_dffr.qout_r[18] | fifo.genblk1[3].fifo_data_dffr.qout_r[18] | 1
max in group asynchronous | RSTn | fifo.genblk1[7].fifo_data_dffr.qout_r[50] | 4
min in group asynchronous | RSTn | fifo.genblk1[4].fifo_data_dffr.qout_r[23] | 1
## metrics by stage
step                  util  cell area, sq um
global placement    0.4368             26320
CTS                 0.4693             28270
finish              0.4694             28280
detailed placement  0.4368             26320
global route        0.4693             28270
floorplan                -             24310
Power figures rest on the tool's default switching activity, not on a simulated workload.
