--- ./config.mk ---
export PLATFORM = sky130hd
export DESIGN_NAME = wt_block
export DESIGN_NICKNAME = wt_block
export VERILOG_FILES = /design/flow/design.v
export SDC_FILE = /design/flow/constraint.sdc
export NUM_CORES = 4
export LEC_CHECK = 1
export CORE_UTILIZATION = 50
--- ./constraint.sdc ---
current_design wt_block

set clk_period 16.3
set clk_io_pct 0.2

create_clock -name clk0 -period $clk_period [get_ports {CLK}]

set non_clock_inputs [all_inputs -no_clocks]
set_input_delay [expr $clk_period * $clk_io_pct] -clock clk0 $non_clock_inputs
set_output_delay [expr $clk_period * $clk_io_pct] -clock clk0 [all_outputs]
--- ./design.v ---
`timescale 1 ns / 1 ps
module gen_dffr # (
	parameter DW = 32,
	parameter rstValue = {DW{1'b0}}
)
(
	input [DW-1:0] dnxt,
	output [DW-1:0] qout,
	input CLK,
	input RSTn
);
reg [DW-1:0] qout_r;
always @(posedge CLK or negedge RSTn) begin
	if ( ~RSTn )
		qout_r <= #1 rstValue;
	else                  
		qout_r <= #1 dnxt;
end
assign qout = qout_r;
endmodule
`timescale 1 ns / 1 ps
module gen_dffren # (
	parameter DW = 32,
	parameter rstValue = {DW{1'b0}}
)
(
	input [DW-1:0] dnxt,
	output [DW-1:0] qout,
	input en,
	input CLK,
	input RSTn
);
wire [DW-1:0] dffren_dnxt;
wire [DW-1:0] dffren_qout;
gen_dffr # ( .DW(DW), .rstValue(rstValue) ) dffren
(
	.dnxt(dffren_dnxt),
	.qout(dffren_qout),
	.CLK(CLK),
	.RSTn(RSTn)
);
assign dffren_dnxt = en ? dnxt : dffren_qout;
assign qout = dffren_qout;
endmodule
`timescale 1 ns / 1 ps
module wt_block #
(
	parameter DW = 64 + 8 + 32,
	parameter DP = 8,
	parameter TAG_W = 32
)
(
	input [31:0] chkAddr,
	output isHazard_r,
	input push,
	input [DW-1:0] data_i,
	input pop,
	output [DW-1:0] data_o,
	input commit,
	output isOpin_O,
	output isOpin_W,
	output empty,
	output full,
	input flush,
	input CLK,
	input RSTn
);
wire [DP-1:0] isAddrHit_r;
wire [DP-1:0] Op_O;
wire [DP-1:0] Op_W;
generate
	for ( genvar dp = 0; dp < DP; dp = dp + 1 ) begin
		wire [31:0] wtb_addr_qout = wtb_info_qout[ DW*dp +: 32];
		assign Op_O[dp] = ~wtb_addr_qout[31] & ~wtb_addr_qout[30];
		assign Op_W[dp] = wtb_addr_qout[31];
		assign isAddrHit_r[dp] = 
			  (Op_W[dp] & ( chkAddr[31 -: TAG_W] == wtb_addr_qout[31 -: TAG_W] ) & valid_qout[dp])
			| (Op_O[dp] & ( chkAddr == wtb_addr_qout ) & valid_qout[dp]);
	end
endgenerate
assign isHazard_r = | isAddrHit_r;
assign isOpin_O = | Op_O;
assign isOpin_W = | Op_W;
assign data_o = wtb_info_qout[DW*rdp_qout[AW-1:0]+:DW];
wire [DW*DP-1:0] wtb_info_dnxt;
wire [DW*DP-1:0] wtb_info_qout;
wire [DP-1:0] wtb_info_en;
wire [DP-1:0] valid_dnxt;
wire [DP-1:0] valid_qout;
wire [DP-1:0] valid_en;
wire [DP-1:0] commit_dnxt;
wire [DP-1:0] commit_qout;
localparam AW = $clog2(DP);
assign wtb_info_en = {DP{push}} & ((1 << wrp_qout[AW-1:0]));
assign valid_en =
		  ({DP{pop }} & (1 << rdp_qout[AW-1:0]))
		| ({DP{push}} & (1 << wrp_qout[AW-1:0]))
		| flush;
assign commit_dnxt =
			(
				commit_qout
				& ~({DP{pop }} & (1 << rdp_qout[AW-1:0]))
			)
				| ({DP{commit}} & (1 << ccp_qout[AW-1:0]));
generate
	for ( genvar dp = 0; dp < DP; dp = dp + 1 ) begin
		assign wtb_info_dnxt[DW*dp+:DW] = data_i;
	assign valid_dnxt[dp] = flush ? commit_dnxt[dp] : (push & wrp_qout[AW-1:0] == dp );
		gen_dffren # (.DW(DW)) wtb_info_dffren 
		(
			.dnxt(wtb_info_dnxt[DW*dp +: DW]),
			.qout(wtb_info_qout[DW*dp +: DW]),
			.en(wtb_info_en[dp]),
			.CLK(CLK),
			.RSTn(RSTn)
		);
		gen_dffr # (.DW(1)) commit_dffr
		(
			.dnxt(commit_dnxt[dp]),
			.qout(commit_qout[dp]),
			.CLK(CLK),
			.RSTn(RSTn)
		);
		gen_dffren # (.DW(1)) valid_dffren
		(
			.dnxt(valid_dnxt[dp]),
			.qout(valid_qout[dp]),
			.en(valid_en[dp]),
			.CLK(CLK),
			.RSTn(RSTn)
		);
	end
endgenerate
wire [AW+1-1:0] rdp_dnxt;
wire [AW+1-1:0] rdp_qout;
wire [AW+1-1:0] wrp_dnxt;
wire [AW+1-1:0] wrp_qout;
wire [AW+1-1:0] ccp_dnxt;
wire [AW+1-1:0] ccp_qout;
gen_dffr #( .DW(AW+1) ) rdp_dffr ( .dnxt(rdp_dnxt), .qout(rdp_qout), .CLK(CLK), .RSTn(RSTn));
gen_dffr #( .DW(AW+1) ) wrp_dffr ( .dnxt(wrp_dnxt), .qout(wrp_qout), .CLK(CLK), .RSTn(RSTn));
gen_dffr #( .DW(AW+1) ) ccp_dffr ( .dnxt(ccp_dnxt), .qout(ccp_qout), .CLK(CLK), .RSTn(RSTn));
assign rdp_dnxt = pop  ? rdp_qout + 'd1 : rdp_qout;
assign wrp_dnxt = flush ? ccp_qout : (push ? wrp_qout + 'd1 : wrp_qout);
assign ccp_dnxt = commit ? ccp_qout + 'd1 : ccp_qout;
assign full = (wrp_qout[AW-1:0] == rdp_qout[AW-1:0]) & (wrp_qout[AW] != rdp_qout[AW]);
assign empty = ccp_qout == rdp_qout;
always @( negedge CLK ) begin
	if (0) begin
		$display("Assert Fail at wtb_block");
		$stop;
	end
end
endmodule
--- ./run.sh ---
#!/bin/bash
# OpenROAD 26Q1-2900-gdf79404cd8, Yosys 0.63+post, stock flow scripts
make -C /OpenROAD-flow-scripts/flow DESIGN_CONFIG=/design/flow/config.mk WORK_HOME=/design/flow/orfs finish
==> run notes <==
fresh numbers from the pnr run: vias per inst=5.91, Rows=105, Ys Warns=5, Least-Margin Pin Slew=830 ps, drt total wl=116000 microns, Setup Crit Path Kind=in2out, FF-to-FF path depth=6, Worst Setup Slack, final=6660 ps, chip width=291 microns, DRT Pass-1 Iters=5, min-delay src=genblk2[2].wtb_info_dffren.dffren.qout_r[75], CTS Buf Count=93, largest net degree at the start of global routing=125, Root Buffer Master=clkbuf_16, number of enable flip-flop cells=0, Hold WS=484 ps, post-cts resize count=0, worst path cell trace=clkdlybuf4s50_1, xor2_1, nor4_1, nand4_1, nor4_1, nor4_1, nand4_1, clkdlybuf4s50_1, Yosys Chip Area=41800 sq um, chip area=84700 sq um, die height=291 microns, WP data arrival=6380 ps, Slew headroom=0.445, Critical Path Start Type=input pin, clk_skew=23.3 ps, worst-path fanout max=8, worst hold stages=1, Clock Tree Buf Depth=3, max incr delay on CP=790 ps, area post-placement=44800 sq um, Leak=20.4 nW, max cap viols=0, CTS Hold Buffers Added=0, antenna violations before repair=15, Final Max Tran Viols=0, post-route ant nets=0, Post-DP HPWL=74500 microns, Placed Cells=4065, worst-case vdd ir drop=127 uV, final setup fails=0, final core occ=0.583, GP Congestion=1.01, Synthesized registers=860, Cell variety after synth=41, Post-Layout Cell Count=4239, power consumption=10.5 mW, via count=25.1k, pwr/cell area=219 nW/um^2, count of final hold-check violations=0, fmax=0.104 GHz, register share after synthesis=0.515, Crit. End Element=output pin, Reg-to-Reg End=genblk2[3].wtb_info_dffren.dffren.qout_r[29], fin area=48000 sq um, DRC marker count from the first detailed-route iteration=1157, Most common reg cell=dfrtp_1, H-tree depth=3, Place WS=6740 ps, Synth Instances=2898, vias in the first global route=27.2k, Tool Warnings=39, Area Growth Syn to Fin=14.9%, clk ins delay skew pair=660 ps, Mapped Area=41800 sq um, Post-CTS Repair Setup Buffers=0, yosys stat cell total=2898, GRT Resource Usage Total=0.300, clk slew on worst S/H paths=60 ps, share of post-route cells with drive strength above 1=0.332, Final Cycle Share=0.591, Syn Area/Cell=14.4 sq um, total gr overflow=0, Port Buffers=250, drc violations=0, Hold Path Class=reg2reg, hold endpoint=genblk2[2].wtb_info_dffren.dffren.qout_r[75], crit path DRT=13040 ps, TNS Setup=0 ps, FP Core Util=0.507, R2R Path Start=wrp_dffr.qout_r[2], R2R Setup Slk=13240 ps, top-level port count=251, CP most frequent cell=nor4_1, CP max stage cell=clkdlybuf4s50_1, first-pass GRT wire length=178000 microns, min Tclk post-route=9640 ps, unrepaired setup endpoints after global routing=false, run status=finished, final reports clean, CTS tree=done, clk sink count=860, wire length per cell=27.3 microns, Core Region=82400 sq um, FFs w/ async S/R, synth=1.00
-- synthesized netlist by cell type, types with 17 or more instances --
| library cell | count | area share |
|---|---|---|
| nor4_1 | 39 | 0.0058 |
| ha_1 | 18 | 0.0054 |
| mux4_2 | 208 | 0.11 |
| buf_2 | 106 | 0.013 |
| buf_6 | 38 | 0.010 |
| xor2_1 | 131 | 0.027 |
| clkbuf_1 | 17 | 0.0015 |
| buf_4 | 27 | 0.0049 |
| nand4_1 | 38 | 0.0057 |
| nand2_1 | 331 | 0.030 |
| dfrtp_1 | 860 | 0.52 |
| xnor2_1 | 131 | 0.027 |
| mux2_1 | 202 | 0.054 |
| o21ai_0 | 17 | 0.0020 |
| mux2_2 | 630 | 0.17 |
-- layout by cell type (no fill, tap or decap), types with 3 or more instances in the layout --
cell type / n
a21oi_1: 12
a22o_1: 5
a32o_1: 3
buf_12: 3
buf_4: 42
bufinv_16: 7
clkbuf_1: 22
clkbuf_16: 96
clkbuf_8: 21
clkdlybuf4s50_1: 249
clkinv_2: 20
dfrtp_1: 857
dfrtp_4: 3
diode_2: 3
ha_1: 18
inv_1: 10
mux2_1: 202
mux2_2: 630
mux4_2: 208
nand2_1: 329
nand2_8: 3
nand3_1: 14
nand3_4: 3
nand4_1: 38
nor2_1: 7
nor3_1: 10
nor4_1: 39
o21ai_0: 17
o22ai_1: 4
xnor2_1: 131
xor2_1: 131
-- where the power goes --
group / total, mW / switching [mW] / internal [mW]
registers: 4.09 / 0.879 / 3.21
clock network: 2.17 / 0.877 / 1.29
logic: 4.24 / 1.72 / 2.52
total: 10.5 / 3.48 / 7.02
-- layer usage --
layer | wire length [microns] | global-route usage | up-vias
li1 | - | - | 10889
met1 | 48600 | 0.458 | 13255
met2 | 55200 | 0.451 | 744
met3 | 9690 | 0.107 | 153
met4 | 2270 | 0.0507 | 24
met5 | 141 | 0 | -
-- flip-flops by register name, indices dropped and copies added (netlist names) --
signal,count
genblk2.commit_dffr.qout_r,8
rdp_dffr.qout_r,4
wrp_dffr.qout_r,4
genblk2.valid_dffren.dffren.qout_r,8
ccp_dffr.qout_r,4
genblk2.wtb_info_dffren.dffren.qout_r,832
-- how the worst max path moves through the flow --
stage | start | end | slack, ps
4_1_cts | chkAddr[7] | isHazard_r | 6720
5_1_grt | chkAddr[7] | isHazard_r | 6690
6_report | chkAddr[7] | isHazard_r | 6660
-- layout make-up --
type,count,area (sq um)
fill,6321,34400
inverter,11,43.8
timing repair buffer,295,2880
sequential,860,21500
antenna,3,7.51
clock inverter,32,397
clock buffer,139,2770
tap,1070,1340
multi-input combinational,1829,19000
-- worst max-delay path: cells and delay by family --
family        cells  cell delay (ps)
simple gates      5             1500
buf+inv           2             1310
xor+xnor          1              300
-- kinds of logic after synthesis --
group                    Yosys count  share of synthesized area
adder cells (fa/ha/maj)           18                    0.00539
buffers and inverters            209                     0.0312
AND/OR/NAND/NOR                  455                     0.0482
XOR/XNOR                         262                     0.0549
AND-OR/OR-AND                     52                    0.00797
multiplexers                    1042                      0.337
flip-flops                       860                      0.515
No activity file was given, so power comes from the tool's default toggle rates.
