## flow/constraint.sdc

```tcl
current_design branch_predict

set clk_period 24.4
set clk_io_pct 0.2

create_clock -name clk0 -period $clk_period [get_ports {CLK}]

set non_clock_inputs [all_inputs -no_clocks]
set_input_delay [expr $clk_period * $clk_io_pct] -clock clk0 $non_clock_inputs
set_output_delay [expr $clk_period * $clk_io_pct] -clock clk0 [all_outputs]
```

## flow/run.sh

```bash
#!/bin/bash
# OpenROAD 26Q1-2900-gdf79404cd8, Yosys 0.63+post, stock flow scripts
make -C /OpenROAD-flow-scripts/flow DESIGN_CONFIG=/design/flow/config.mk WORK_HOME=/design/flow/orfs finish
```

## flow/design.v

```verilog
`timescale 1 ns / 1 ps
module gen_dffr # (
	parameter DW = 32,
	parameter rstValue = {DW{1'b0}}
)
(
	input [DW-1:0] dnxt,
	output [DW-1:0] qout,
	input CLK,
	input RSTn
);
reg [DW-1:0] qout_r;
always @(posedge CLK or negedge RSTn) begin
	if ( ~RSTn )
		qout_r <= #1 rstValue;
	else                  
		qout_r <= #1 dnxt;
end
assign qout = qout_r;
endmodule
`timescale 1 ns / 1 ps
module gen_fifo # (
	parameter DW = 64,
	parameter AW = 3
) (
	input fifo_pop, 
	input fifo_push,
	input [DW-1:0] data_push,
	output fifo_empty, 
	output fifo_full, 
	output [DW-1:0] data_pop,
	output [AW+1-1:0] read_addr,
	output [AW+1-1:0] write_addr,
	output [(DW*(2**AW))-1:0] expose_o,
	output [((2**AW)-1):0] valid,
	input flush,
	input CLK,
	input RSTn
);
	localparam DP = 2**AW;
	wire [AW+1-1:0] read_addr_dnxt, read_addr_qout;
	wire [AW+1-1:0] write_addr_dnxt, write_addr_qout;
	wire [DP*DW-1:0] fifo_data_dnxt,fifo_data_qout;
	wire [DP-1:0] valid_set, valid_rst, valid_qout, valid_en;
	gen_dffr # (.DW(AW+1)) read_addr_dffr (.dnxt(read_addr_dnxt), .qout(read_addr_qout), .CLK(CLK), .RSTn(RSTn));
	gen_dffr # (.DW(AW+1)) write_addr_dffr (.dnxt(write_addr_dnxt), .qout(write_addr_qout), .CLK(CLK), .RSTn(RSTn));
	assign fifo_empty = (read_addr_qout == write_addr_qout);
	assign fifo_full = (read_addr_qout[AW-1:0] == write_addr_qout[AW-1:0]) & (read_addr_qout[AW] != write_addr_qout[AW]);
	assign read_addr = read_addr_qout;
	assign write_addr = write_addr_qout;
generate
	for ( genvar i = 0; i < DP; i = i + 1 ) begin
		assign fifo_data_dnxt[DW*i+:DW] = (fifo_push & ~fifo_full & (write_addr_qout[AW-1:0] == i) ) ? data_push : fifo_data_qout[DW*i+:DW];
		gen_dffr # (.DW(DW)) fifo_data_dffr (.dnxt(fifo_data_dnxt[DW*i+:DW]), .qout(fifo_data_qout[DW*i+:DW]), .CLK(CLK), .RSTn(RSTn));
	end
endgenerate
	assign data_pop = fifo_data_qout[DW*read_addr_qout[AW-1:0]+:DW];
	assign read_addr_dnxt = flush ? ({(AW+1){1'b0}}) : (( fifo_pop & ~fifo_empty ) ? read_addr_qout + 'd1 : read_addr_qout);
	assign write_addr_dnxt = flush ? ({(AW+1){1'b0}}) : (( fifo_push & ~fifo_full ) ? write_addr_qout + 'd1 :  write_addr_qout);
	assign expose_o = fifo_data_qout;
	generate
		for ( genvar dp = 0; dp < DP; dp = dp + 1 ) begin
			assign valid_set[dp] = (fifo_push & ~fifo_full) & ( dp == write_addr_qout[AW-1:0 ] );
			assign valid_rst[dp] = ((fifo_pop & ~fifo_empty) & ( dp == read_addr_qout[AW-1:0 ] )) | flush;
			gen_rsffr #(.DW(1)) valid_rsffr (.set_in(valid_set[dp]), .rst_in(valid_rst[dp]), .qout(valid_qout[dp]), .CLK(CLK), .RSTn(RSTn));
		end
	endgenerate
endmodule 
`timescale 1 ns / 1 ps
module gen_ringStack # (
	parameter DW = 64,
	parameter AW = 3
) (
	input stack_pop, 
	input stack_push,
	output stack_empty,
	output [DW-1:0] data_pop,
	input [DW-1:0] data_push,
	input flush,
	input CLK,
	input RSTn
);
	localparam DP = 2**AW;
	wire stack_full;
	wire [AW+1-1:0] btm_addr_dnxt, btm_addr_qout;
	wire [AW+1-1:0] top_addr_dnxt, top_addr_qout;
	wire [DP*DW-1:0] stack_data_dnxt, stack_data_qout;
	gen_dffr #(.DW(AW+1)) btm_addr   (.dnxt(btm_addr_dnxt), .qout(btm_addr_qout), .CLK(CLK), .RSTn(RSTn));
	gen_dffr #(.DW(AW+1)) top_addr  (.dnxt(top_addr_dnxt), .qout(top_addr_qout), .CLK(CLK), .RSTn(RSTn));
	assign stack_empty = (btm_addr_qout == top_addr_qout);
	assign stack_full = (btm_addr_qout[AW-1:0] == top_addr_qout[AW-1:0]) & (btm_addr_qout[AW] != top_addr_qout[AW]);
	wire [AW-1:0] read_addr = top_addr_qout[AW-1:0] - 'd1;
	wire [AW-1:0] write_addr = top_addr_qout[AW-1:0];
generate
	for ( genvar i = 0; i < DP; i = i + 1 ) begin
		assign stack_data_dnxt[DW*i+:DW] = (stack_push & (write_addr == i) ) ? data_push : stack_data_qout[DW*i+:DW];
		gen_dffr #(.DW(DW)) stack_data  (.dnxt(stack_data_dnxt[DW*i+:DW]), .qout(stack_data_qout[DW*i+:DW]), .CLK(CLK), .RSTn(RSTn));
	end
endgenerate
	assign data_pop = stack_data_qout[DW*read_addr+:DW];
	assign btm_addr_dnxt = flush ? {(AW+1){1'b0}} : ( (stack_push & stack_full) ? btm_addr_qout + 'd1 : btm_addr_qout );
	assign top_addr_dnxt = flush ? {(AW+1){1'b0}} : (({(AW+1){stack_push}} & (top_addr_qout + 'd1 ))
													|
													({(AW+1){stack_pop & ~stack_empty}} & (top_addr_qout - 'd1)) 
													|
													({(AW+1){~stack_push & ~(stack_pop & ~stack_empty)}} & top_addr_qout));
endmodule 
`timescale 1 ns / 1 ps
module gen_rsffr # (
	parameter DW = 1,
	parameter rstValue = {DW{1'b0}}
)
(
	input [DW-1:0] set_in,
	input [DW-1:0] rst_in,
	output [DW-1:0] qout,
	input CLK,
	input RSTn
);
reg [DW-1:0] qout_r;
generate
	for ( genvar i = 0; i < DW; i = i + 1 ) begin
		always @(posedge CLK or negedge RSTn) begin
			if ( ~RSTn ) begin
				qout_r[i] <= #1 rstValue[i];
			end 
			else begin
				qout_r[i] <= #1 qout_r[i];
				if ( set_in[i] ) begin
					qout_r[i] <= #1 1'b1;
				end
				if ( rst_in[i] ) begin
					qout_r[i] <= #1 1'b0;	
				end
			end
		end
	end
endgenerate
assign qout = qout_r;
endmodule
`timescale 1 ns / 1 ps
module branch_predict (
	input isFencei,
	input lsu_fencei_valid,
	output fencei_stall,
	input isJal,
	input isJalr,
	input isBranch,
	input isCall,
	input isReturn,
	input [63:0] imm,
	input isRVC,
	input [63:0] pc_load,
	input jalr_valid,
	input [63:0] jalr_pc,
	input bru_res_valid,
	input bru_takenBranch,
	output branch_pc_valid,
	output [63:0] branch_pc,
	output isMisPredict,
	output jalr_stall,
	output bht_stall,
	input iq_id_ready,
	input flush,
	input CLK,
	input RSTn
);
	wire [63:0] next_pc;
	wire [63:0] take_pc;
	wire [63:0] resolve_pc; 
	wire [63+1:0] bht_data_pop;
	wire [63+1:0] bht_data_push;
	wire isTakenBranch;
	wire bht_full;
	wire bht_pop;
	wire bht_push;
	wire jalr_stall;
	wire bht_stall;
	wire [63:0] ras_addr_pop;
	wire [63:0] ras_addr_push;
	wire ras_push;
	wire ras_pop;
	wire ras_empty;
	wire jalr_empty;
	wire jalr_last;
	wire jalr_front;
	assign bht_data_push = 
				{
					isTakenBranch, 
					(({64{~isTakenBranch}} & take_pc) | ({64{isTakenBranch}} & next_pc))
				};
	assign bht_pop = bru_res_valid;
	assign bht_push = isBranch & ~bht_full & iq_id_ready;
	assign isMisPredict = bru_res_valid & ( bru_takenBranch ^ bht_data_pop[64]);
	assign resolve_pc = bht_data_pop[63:0];
	assign jalr_stall = isJalr & ~jalr_last & ( ras_empty | ~isReturn );
	assign bht_stall = (bht_full & isBranch);
	assign fencei_stall = isFencei & ~lsu_fencei_valid;
	assign branch_pc_valid = 
							isMisPredict  
							| isTakenBranch  
							| jalr_last  
							| (isFencei & lsu_fencei_valid)
								;
	assign branch_pc = ({64{isMisPredict}} & resolve_pc)
						|
						({64{isTakenBranch& ~isMisPredict}} & take_pc)
						|
						({64{jalr_last}} & jalr_pc )
						|
						({64{isFencei & lsu_fencei_valid}} & next_pc);
	assign isTakenBranch = ( (isBranch) & ( imm[63] == 1'b0) )
							| (isJal | ras_pop); 
	assign ras_push = isCall & ( isJal | isJalr ) & iq_id_ready;
	assign ras_pop = isReturn & ( isJalr ) & ( !ras_empty ) & iq_id_ready;
	assign next_pc = pc_load + ( isRVC ? 64'd2 : 64'd4 );
	assign take_pc = ( {64{isJal | isBranch}} & (pc_load + imm) )
						| ( {64{ras_pop}} & ras_addr_pop );
	assign ras_addr_push = next_pc;
	gen_fifo # ( .DW(64+1), .AW(4) ) bht(
		.fifo_pop(bht_pop), .fifo_push(bht_push),
		.data_push(bht_data_push), .data_pop(bht_data_pop),
		.fifo_empty(), .fifo_full(bht_full), 
		.flush(flush),
		.CLK(CLK),
		.RSTn(RSTn)
	);
	assign jalr_last = jalr_valid & jalr_empty;
	assign jalr_front = jalr_valid & ~jalr_empty;
	gen_ringStack # (.DW(64), .AW(4)) ras(
		.stack_pop(ras_pop), .stack_push(ras_push),
		.stack_empty(ras_empty),
		.data_pop(ras_addr_pop), .data_push(ras_addr_push),
		.flush(flush),
		.CLK(CLK),
		.RSTn(RSTn)
	);
	gen_fifo # ( .DW(1), .AW(4) ) ras_cnt(
		.fifo_pop(jalr_front), .fifo_push(ras_pop),
		.data_push(1'b0), .data_pop(),
		.fifo_empty(jalr_empty), .fifo_full(), 
		.flush(flush),
		.CLK(CLK),
		.RSTn(RSTn)
	);
endmodule
```

## flow/config.mk

```make
export PLATFORM = sky130hd
export DESIGN_NAME = branch_predict
export DESIGN_NICKNAME = branch_predict
export VERILOG_FILES = /design/flow/design.v
export SDC_FILE = /design/flow/constraint.sdc
export NUM_CORES = 4
export LEC_CHECK = 1
export CORE_UTILIZATION = 30
```

==> metrics.cfg <==
[synthesis]
netlist_area_sq_um=98200
synthCells=9048
ys_area_sq_um=98200
area_leaders=dfrtp_1 53%, mux4_2 13%, o21ai_0 8.4%, nand2_1 6.9%, clkbuf_1 2.5%
synth_cell_types=93
yosysSeqAreaShare=0.534
ff_type=dfrtp_1
edf_count=0
synth_stat.cells=9048
ys.flops=2094
yosysTopAreaCell=dfrtp_1
synthDominantCellAreaShare=0.534
async_flop_share=1.00
ys_warn_count=5
avgSynthCellArea_sq_um=10.9

[routing]
viasPerCell=5.29
drt_first_pass_iters=5
drc_errors=0
ant_nets=0
drt_iter0_markers=4711
wl_per_cell_um=24.2
routed-via-count=71700
wirelength_um=328000

[pwr]
vdd_drop_max_v=0.0000560
p_switching_mw=2.88
p_clk_frac=0.339
p_seq_frac=0.434
p_comb_frac=0.227
power_switching_share=0.305
p_per_area_nw_per_um2=83.9
leakagePower_nw=48.5
intPower_mw=6.57

[clock_tree]
cts_resized=0
root_buffer=clkbuf_16
cts_hold_buf=0
cts_setup_buffers=0
clock_latency_ns=0.87
tritoncts=yes
cts_buffers=203
cts.sinks=2094
h-tree-depth=4
clkTransAtPathRegs_ns=0.06
clk_path_buf_depth=4

[global_routing]
grt_max_degree=132
antenna_found_initial=45
grt_pass1_wl_um=494000
grt_pass1_vias=75300
overflow=0
grtUsageTotal=0.209

[setup_path]
worst_ep_arrival_time_ns=10.11
cp_max_fo=7
cp_cell_sequence=clkdlybuf4s50_1 > ha_1 > inv_1 > fa_1 > nor2b_1 > o21a_1 > o21a_1 > o31ai_1 > a2111o_1 > and2_1 > o21ai_0 > a31oi_1 > xor2_1 > o221ai_1 > clkdlybuf4s50_1
cp_data_required_time_ns=19.52
worst_setup_path_start_kind=input pin
r2r_slack_ns=19.02
endpoint_kind=output port
cpPeakStageDelay_ns=0.78
path_class=input pin to output port
crit_slowest_cell=clkdlybuf4s50_1

[cells_and_area]
drive_above_1_share=0.165
final_common_cell=dfrtp_1
layout_top_cells=2089 x dfrtp_1, 1770 x nand2_1, 1656 x o21ai_0
syn_to_final_growth_pct=14.8

[final_timing]
clock_skew_ns=0.0310
hold_ws_ns=0.473
rsz0062_at_grt=false
period_needed_ns=14.99
drv_slew=0
finalHoldViolCount=0
setup_viol=0
tightest_slew_ns=1.12
finalSetupTns_ns=0
fin_crit_sh=0.614
slew-limit-headroom=0.248
fmax_ghz=0.0667

[run]
warnings=48
max_cap_violations=0

[die]
die_w_um=574
core_sq_um=325000
rows=209
io_pins=276
initial_utilization=0.302
fp.dieH_um=574
chipArea_sq_um=330000

[place]
port_buffers=275
dp_hpwl_um=219000
routabilityCongestion=0.988

[status]
status=finished clean

[hold_path]
holdCritPathClass=flop to flop

## cells by family after synthesis
kind of cell,Yosys count,synth area share
muxes,869,0.166
adders and majority gates,80,0.0103
AOI/OAI and AO/OA,2461,0.138
DFF,2094,0.534
and+or+nand+nor,2540,0.104
xor gates and xnor gates,153,0.0137
buffers and inverters,851,0.0339
## layout make-up
cell class | count | area (sq um)
fill | 30900 | 212000
multi-input combinational | 6103 | 42800
clock buffer | 293 | 5870
antenna | 36 | 90.1
inverter | 38 | 143
sequential | 2094 | 52400
clock inverter | 64 | 843
tap | 4325 | 5410
timing repair buffer | 583 | 5140
## through the flow
stage | util | instance area [sq um] | setup WS [ns] | instances | power [mW]
4_1_cts | 0.347 | 113000 | 9.43 | 13500 | 9.52
3_5_place_dp | 0.326 | 106000 | 9.47 | 13100 | 6.30
6_report | 0.347 | 113000 | 9.41 | 13500 | 9.46
3_3_place_gp | 0.326 | 106000 | 9.37 | 13100 | 6.24
2_1_floorplan | - | 98200 | 12.15 | 9048 | 5.39
5_1_grt | 0.347 | 113000 | 9.35 | 13500 | 9.87
## critical path: cells and delay by family
kind,cells,cell delay (ns)
AND/OR/NAND/NOR,2,0.54
buffers and inverters,3,1.45
AND-OR/OR-AND,7,2.10
XOR/XNOR,1,0.19
adder cells (fa/ha/maj),2,0.94
## synthesized netlist by cell type, types with 5 or more instances
| library cell | count |
|---|---|
| and2_1 | 32 |
| clkbuf_2 | 12 |
| nor3_1 | 26 |
| nand4_1 | 41 |
| o21a_1 | 15 |
| ha_1 | 78 |
| dfrtp_1 | 2094 |
| nor4_1 | 7 |
| a31oi_1 | 43 |
| mux2_2 | 214 |
| a221oi_1 | 52 |
| or3_1 | 8 |
| o22ai_1 | 5 |
| and4_1 | 9 |
| o211ai_1 | 31 |
| o31ai_1 | 8 |
| nand2b_1 | 14 |
| nand2_1 | 1801 |
| a211oi_1 | 55 |
| nand3_1 | 44 |
| a2111oi_0 | 31 |
| buf_2 | 54 |
| o21ai_0 | 1656 |
| and3_1 | 21 |
| buf_1 | 74 |
| xnor2_1 | 62 |
| mux4_2 | 584 |
| a21o_1 | 21 |
| mux2i_1 | 71 |
| o221ai_1 | 22 |
| nor2_1 | 460 |
| inv_1 | 38 |
| o22a_1 | 17 |
| or2_2 | 6 |
| o21bai_1 | 28 |
| a21oi_1 | 410 |
| buf_4 | 7 |
| xor2_1 | 90 |
| o21ai_1 | 10 |
| nor2b_1 | 52 |
| clkbuf_1 | 662 |
## power by group through the flow
stage                 clock (mW)  sequential, mW  combinational, mW
after global routing        3.39            4.16               2.32
after CTS                   3.27            4.10               2.15
final                       3.21            4.10               2.15
## flip-flops by register name, summed over array words and instances, names as in the netlist
signal	cells
ras.top_addr.qout_r	5
bht.genblk1.fifo_data_dffr.qout_r	1040
ras.genblk1.stack_data.qout_r	1024
bht.write_addr_dffr.qout_r	5
ras_cnt.read_addr_dffr.qout_r	5
ras.btm_addr.qout_r	5
bht.read_addr_dffr.qout_r	5
ras_cnt.write_addr_dffr.qout_r	5
## worst paths after layout
kind                                                  startpoint                                  endpoint  depth (start not counted)
setup / recovery                                          imm[0]                             branch_pc[58]                         15
hold / removal             ras.genblk1[13].stack_data.qout_r[39]     ras.genblk1[13].stack_data.qout_r[39]                          2
setup reg to reg                    bht.read_addr_dffr.qout_r[0]  bht.genblk1[14].fifo_data_dffr.qout_r[4]                         10
hold reg to reg            ras.genblk1[13].stack_data.qout_r[39]     ras.genblk1[13].stack_data.qout_r[39]                          2
max in group asynchronous                                   RSTn     ras.genblk1[10].stack_data.qout_r[58]                          7
min in group asynchronous                                   RSTn       ras.genblk1[9].stack_data.qout_r[5]                          1
## metal layers
layer / wire [um] / up-vias / track usage
met5: 18 / - / 0
met4: 20300 / 2 / 0.111
met3: 27500 / 677 / 0.0738
met2: 160000 / 2473 / 0.335
met1: 119000 / 36500 / 0.249
li1: - / 32000 / -
Power is estimated from default activity; no workload was simulated.
