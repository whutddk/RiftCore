File: ./design.v
`timescale 1 ns / 1 ps
module gen_dffr # (
	parameter DW = 32,
	parameter rstValue = {DW{1'b0}}
)
(
	input [DW-1:0] dnxt,
	output [DW-1:0] qout,
	input CLK,
	input RSTn
);
reg [DW-1:0] qout_r;
always @(posedge CLK or negedge RSTn) begin
	if ( ~RSTn )
		qout_r <= #1 rstValue;
	else                  
		qout_r <= #1 dnxt;
end
assign qout = qout_r;
endmodule
`timescale 1 ns / 1 ps
module gen_dffren # (
	parameter DW = 32,
	parameter rstValue = {DW{1'b0}}
)
(
	input [DW-1:0] dnxt,
	output [DW-1:0] qout,
	input en,
	input CLK,
	input RSTn
);
wire [DW-1:0] dffren_dnxt;
wire [DW-1:0] dffren_qout;
gen_dffr # ( .DW(DW), .rstValue(rstValue) ) dffren
(
	.dnxt(dffren_dnxt),
	.qout(dffren_qout),
	.CLK(CLK),
	.RSTn(RSTn)
);
assign dffren_dnxt = en ? dnxt : dffren_qout;
assign qout = dffren_qout;
endmodule
`timescale 1 ns / 1 ps
module gen_ppbuff #
(
	parameter DW = 100,
	parameter DP = 8
)
(
	input pop,
	input push,
	input [$clog2(DP)-1:0] index,
	input [ DW - 1 : 0] info_i,	
	output [ DW*DP - 1 : 0] info_o,
	output empty,
	output full,
	output [DP - 1 : 0] valid,
	input flush,
	input CLK,
	input RSTn
);
	wire [ DW*DP - 1 : 0] info_dnxt;
	wire [ DW*DP - 1 : 0] info_qout;
	wire [DP-1 : 0] info_en;
	wire [DP-1:0] valid_dnxt;
	wire [DP-1:0] valid_qout;
	wire [DP-1:0] valid_en;
	generate
		for ( genvar dp = 0; dp < DP; dp = dp + 1 ) begin
			assign info_dnxt[DW*dp +: DW] = info_i;
			assign info_en[dp] = push & (dp == index);
			assign valid_dnxt[dp] = push & (~flush);
			assign valid_en[dp] = (pop | push | flush) & (dp == index);
			gen_dffren #(.DW(DW)) info_dffren
			( 	
				.dnxt(info_dnxt[DW*dp +: DW]),
				.qout(info_qout[DW*dp +: DW]),
				.en(info_en[dp]),
				.CLK(CLK), .RSTn(RSTn)
			);
			gen_dffren #(.DW(1)) valid_dffren
			(
				.dnxt(valid_dnxt[dp]),
				.qout(valid_qout[dp]),
				.en(valid_en[dp]),
				.CLK (CLK),
				.RSTn(RSTn)	
			);
		end
	endgenerate
	assign info_o = info_qout;
	assign valid = valid_qout;
	assign empty =  & (~valid);
	assign full = & valid;
endmodule
`timescale 1 ns / 1 ps
module lzp #(
	parameter CW = 2,
	parameter DW = 2**CW
) (
	input [DW-1:0] in_i,
	output [CW-1:0] pos_o,
	output all1,
	output all0
);
assign all0 = &(~in_i);
assign all1 = &in_i;
wire [127:0] invert_in = ~ (in_i | ( {{(128-DW){1'b1}} , {DW{1'b0}}} ) );
wire sel_lever0;
wire index_lever0;
wire [1:0] sel_lever1;
wire [1:0] index_lever1;
wire [3:0] sel_lever2;
wire [3:0] index_lever2;
wire [7:0] sel_lever3;
wire [7:0] index_lever3;
wire [15:0] sel_lever4;
wire [15:0] index_lever4;
wire [31:0] sel_lever5;
wire [31:0] index_lever5;
wire [63:0] sel_lever6;
wire [63:0] index_lever6;
wire [6:0] pos;
generate
	for ( genvar i = 0; i < 64; i = i + 1 ) begin
		assign index_lever6[i] = invert_in[i*2] | invert_in[i*2+1];
		assign sel_lever6[i] = ~invert_in[i*2];
	end
	for ( genvar i = 0; i < 32; i = i + 1 ) begin
		assign index_lever5[i] = index_lever6[i*2] | index_lever6[i*2+1];
		assign sel_lever5[i] = ~index_lever6[i*2];
	end
	for ( genvar i = 0; i < 16; i = i + 1 ) begin
		assign index_lever4[i] = index_lever5[i*2] | index_lever5[i*2+1];
		assign sel_lever4[i] = ~index_lever5[i*2];
	end	
	for ( genvar i = 0; i < 8; i = i + 1 ) begin
		assign index_lever3[i] = index_lever4[i*2] | index_lever4[i*2+1];
		assign sel_lever3[i] = ~index_lever4[i*2];
	end	
	for ( genvar i = 0; i < 4; i = i + 1 ) begin
		assign index_lever2[i] = index_lever3[i*2] | index_lever3[i*2+1];
		assign sel_lever2[i] = ~index_lever3[i*2];
	end	
	for ( genvar i = 0; i < 2; i = i + 1 ) begin
		assign index_lever1[i] = index_lever2[i*2] | index_lever2[i*2+1];
		assign sel_lever1[i] = ~index_lever2[i*2];
	end	
	assign index_lever0 = index_lever1[0] | index_lever1[1];
	assign sel_lever0 = ~index_lever1[0];
endgenerate
	assign pos[6] = sel_lever0;
	assign pos[5] = sel_lever1[pos[6]];
	assign pos[4] = sel_lever2[pos[6:5]];
	assign pos[3] = sel_lever3[pos[6:4]];
	assign pos[2] = sel_lever4[pos[6:3]];
	assign pos[1] = sel_lever5[pos[6:2]];
	assign pos[0] = sel_lever6[pos[6:1]];
	assign pos_o = pos[CW-1:0];
endmodule
`timescale 1 ns / 1 ps
module dirty_block # 
(
	parameter DW = 32,
	parameter DP = 16 
)
(
	input push,
	input [DW-1:0] addr_i,
	input pop,
	output [DW-1:0] addr_o,
	output empty,
	output full,
	input CLK,
	input RSTn
);
localparam CW = $clog2(DP);
wire [CW-1:0] index;
wire [CW-1:0] index_push;
wire [CW-1:0] index_pop;
wire [DW*DP-1:0] info_o;
wire [DP-1:0] valid;
wire [DP-1:0] addr_chk;
wire push_chk;
wire ppbuff_full;
generate
	for ( genvar i = 0 ; i < DP; i = i + 1 ) begin
		assign addr_chk[i] = valid[i] & (addr_i == (info_o[ DW*i +: DW]));
	end
endgenerate
	assign push_chk = push & ~(| addr_chk);
assign full = ppbuff_full & ~(| addr_chk);
gen_ppbuff # ( .DW(DW), .DP(DP) )
dirty_index
(
	.pop(pop),
	.push(push_chk),
	.index(index),
	.info_i(addr_i),	
	.info_o(info_o),
	.empty(empty),
	.full(ppbuff_full),
	.valid(valid),
	.flush(1'b0),
	.CLK(CLK),
	.RSTn(RSTn)
);
assign index = 	
		({CW{push_chk & ~pop}} & index_push)
		|
		({CW{pop & ~push_chk}} & index_pop)
		|
		({CW{pop & push_chk}} & index_pop);
assign addr_o = info_o[ DW*index_pop +: DW];
lzp #( .CW(CW) ) buff_push
(
	.in_i(valid),
	.pos_o(index_push),
	.all0(),
	.all1()
);
lzp #( .CW(CW) ) buff_pop
(
	.in_i(~valid),
	.pos_o(index_pop),
	.all0(),
	.all1()
);
endmodule
File: ./run.sh
#!/bin/bash
# OpenROAD 26Q1-2900-gdf79404cd8, Yosys 0.63+post, stock flow scripts
make -C /OpenROAD-flow-scripts/flow DESIGN_CONFIG=/design/flow/config.mk WORK_HOME=/design/flow/orfs finish
File: ./constraint.sdc
current_design dirty_block

set clk_period 105.5
set clk_io_pct 0.2

create_clock -name clk0 -period $clk_period [get_ports {CLK}]

set non_clock_inputs [all_inputs -no_clocks]
set_input_delay [expr $clk_period * $clk_io_pct] -clock clk0 $non_clock_inputs
set_output_delay [expr $clk_period * $clk_io_pct] -clock clk0 [all_outputs]
File: ./config.mk
export PLATFORM = sky130hd
export DESIGN_NAME = dirty_block
export DESIGN_NICKNAME = dirty_block
export VERILOG_FILES = /design/flow/design.v
export SDC_FILE = /design/flow/constraint.sdc
export NUM_CORES = 4
export LEC_CHECK = 1
export CORE_UTILIZATION = 40
==> flow_summary.toml <==
# physical design summary
[run_status]
outcome = "finished clean"

[final_timing]
setup_violations = 0
hold_viol_final = 0
finClkSkew_ps = 14.9
layout_setup_ws_ps = 59610
slew_violations = 0
fin_crit_sh = 0.435
fin_crit_ps = 45890
worst_pin_slew_ps = 1240
grt_setup_unrepaired = "false"
finalSetupTns_ps = 0
relSlewSlack = 0.168
fmax_mhz = 21.8

[cts]
clk_latency_ps = 630
cts_hold_buf = 0
cts-root-buf = "clkbuf_16"
htree_levels = 2
clk_pin_slew_ps = 60
post_cts_resize_count = 0
cts_tree = "yes"
cts-buffers-inserted = 60
cts_buffer_depth = 3
clock_sinks = 528
cts_setup_buffers = 0

[synthesis]
ys_sh_mux = 0.222
aoi_share = 0.0682
synthXorXnorAreaFrac = 0.139
async_reset_ff_frac = 1.00
numSynthFlops = 528
synth_area_mm2 = 0.0311
ys_cells = 2891
synth-edff-count = 0
synth_cells = 2891
synth_warnings = 2
synth_seq_share = 0.425
logic_family = "multiplexers"
synthDistinctLibCells = 61
avgSynthCellArea_um2 = 10.7
ys_sh_adder = 0
synth.cellmix.simpleShare = 0.102
synth-area-yosys_mm2 = 0.0311
ys.flop_type = "dfrtp_1"

[floorplan]
ios = 70
coreArea_mm2 = 0.0765
dieHeight_um = 281
rows = 101
dieArea_mm2 = 0.0788
chipWidth_um = 281
fp_util = 0.406

[global_route]
grt_antenna_before_repair = 1
grt_max_degree = 96
grt_pass1_wl_um = 167000
gr-total-overflow = 0
grt_use_total = 0.304
grt_pass1_vias = 23225

[layout]
instances_no_fill = 3893
drive_gt1_frac = 0.211
areaGrowthSynthToFinish_pct = 9.99
flop_area_mm2 = 0.0132
final_cell_mix = "dfrtp_1, xor2_1, mux2_2, nand2_1, mux2_1"
logic_area_mm2 = 0.0166
lay_top_count = "dfrtp_1"
fill_cells = 6928

[setup_path]
reg2regPathDepth = 9
cpPeakStageDelay_ps = 690
cp_top_family = "buffers and inverters"
critPathKind = "in -> out"
critical_path_required_ps = 84400
crit_path_end_kind = "output port"
crit_buf_inv = 4
rrSetupSlack_ps = 100660
crit_slowest_cell = "buf_2"
cp.arrival_ps = 24790
start_kind = "input pin"
cp_cell_sequence = "buf_2 > inv_1 > o22ai_1 > nor4_1 > nand3_1 > nand4_1 > nor4_4 > buf_4 > nor4b_1 > clkdlybuf4s50_1"
cp_max_fo = 32

[placed_design]
dp.cells = 3791
pre_cts_slack_ps = 59660
io_buffer_count = 69
hpwlAfterDp_um = 78600
gp_congestion = 1.02

[power]
leakage_nw = 15.9
peakVddDrop_mv = 0.0164
p_per_area_mw_per_mm2 = 28.6

[detailed_routing]
drc = 0
route.vias.total = 23093
route.antenna.remaining_nets = 0
via_per_inst = 5.93
dr.pass1.iters = 7
drtIter0Drc = 1878
routedWlPerCell_um = 29.3
n_antenna_cell = 0
routed_wl_um = 114000

[run]
warning_count = 25
cap_viol_max_count = 0

[worst_hold_path]
hp-class = "reg -> reg"
min_path_cells = 1
-- worst max-delay path by stage --
stage	startpoint	slack, ps	cells past startpoint	to
4_1_cts	addr_i[2]	59640	10	full
6_report	addr_i[2]	59610	10	full
5_1_grt	addr_i[2]	59540	10	full
-- Yosys cell counts (7+ instances only) --
library cell | number | share of area
dfrtp_1 | 528 | 0.43
xor2_1 | 403 | 0.11
mux2_2 | 356 | 0.13
nand2_1 | 316 | 0.038
mux2_1 | 185 | 0.067
a21oi_1 | 132 | 0.021
clkbuf_1 | 127 | 0.015
nor4_1 | 98 | 0.020
xnor2_1 | 90 | 0.025
nand3_1 | 78 | 0.013
buf_2 | 69 | 0.011
buf_1 | 43 | 0.0052
nor2b_1 | 41 | 0.0083
mux2i_1 | 38 | 0.012
nand4_1 | 38 | 0.0076
a31oi_1 | 36 | 0.0072
a211oi_1 | 35 | 0.0085
o221ai_1 | 34 | 0.0096
a32oi_1 | 29 | 0.0082
mux2_4 | 29 | 0.014
nor3_1 | 29 | 0.0047
buf_4 | 27 | 0.0065
inv_1 | 21 | 0.0025
o21ai_0 | 18 | 0.0029
nor2_1 | 12 | 0.0014
nand2b_1 | 10 | 0.0020
buf_6 | 7 | 0.0025
-- per-layer routing --
metal | up-vias | routed length [um] | track usage
met5 | - | 9 | 0
met4 | 2 | 7200 | 0.154
met3 | 248 | 7320 | 0.0612
met2 | 837 | 54100 | 0.475
met1 | 11947 | 45600 | 0.413
li1 | 10059 | - | -
-- final cells by class --
class                   count  area share
repair buffers            143      0.0323
clock inverters            10     0.00366
flip-flops and latches    528       0.387
clock buffers              92      0.0516
inverters                  22     0.00249
multi-input cells        2068       0.486
well taps                1030      0.0377
-- per-stage QoR --
stage	hold WS [ps]	power, mW	utilization	cell area (um2)
global route	537	1.02	0.447	34200
detailed placement	502	0.767	0.422	32300
CTS	516	0.975	0.447	34200
global placement	490	0.765	0.422	32300
floorplan	478	0.565	-	31100
finish	513	0.977	0.447	34200
-- power breakdown --
group	internal, mW	switching [mW]
Combinational	0.172	0.267
Clock	0.121	0.0854
Sequential	0.264	0.0685
-- kinds of logic (layout without fill, tap and decap cells) --
group | Yosys count | after routing
AND/OR/NAND/NOR | 645 | 645
multiplexers | 608 | 608
flip-flops | 528 | 528
XOR/XNOR | 493 | 493
AND-OR/OR-AND | 322 | 322
buffers and inverters | 295 | 267
-- flip-flops by register name, summed over array words and instances, names as in the netlist --
register	count
dirty_index.genblk1.info_dffren.dffren.qout_r	512
dirty_index.genblk1.valid_dffren.dffren.qout_r	16
Power figures rest on the tool's default switching activity, not on a simulated workload.
